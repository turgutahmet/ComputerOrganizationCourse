File: /design/flow/run.sh
#!/bin/bash
# OpenROAD 26Q1-2900-gdf79404cd8, Yosys 0.63+post, stock flow scripts
make -C /OpenROAD-flow-scripts/flow DESIGN_CONFIG=/design/flow/config.mk WORK_HOME=/design/flow/orfs finish
File: /design/flow/config.mk
export PLATFORM = sky130hd
export DESIGN_NAME = alu32
export DESIGN_NICKNAME = alu32
export VERILOG_FILES = /design/flow/design.v
export SDC_FILE = /design/flow/constraint.sdc
export NUM_CORES = 4
export LEC_CHECK = 1
export CORE_UTILIZATION = 40
File: /design/flow/constraint.sdc
current_design alu32

set clk_period 26.8
set clk_io_pct 0.2

create_clock -name clk0 -period $clk_period

set non_clock_inputs [all_inputs -no_clocks]
set_input_delay [expr $clk_period * $clk_io_pct] -clock clk0 $non_clock_inputs
set_output_delay [expr $clk_period * $clk_io_pct] -clock clk0 [all_outputs]
File: /design/flow/design.v
module alu32(sum,a,b,zout,nout,gin); 
output [31:0] sum;
input [31:0] a,b;
input [2:0] gin; 
reg [31:0] sum;
reg [31:0] less;
output zout,nout;  
reg zout,nout;  
always @(a or b or gin)
begin
	case(gin)
	3'b010: sum=a+b; 		 
	3'b110: sum=a+1+(~b);	 
	3'b111: begin less=a+1+(~b);	 
			if (less[31]) sum=1;
			else sum=0;
			end
	3'b000: sum=a & b;	 
	3'b001: sum=a|b;		 
	3'b100: sum=~(a|b);  
	3'b101: sum= a<<b;
	default: sum=31'bx;
	endcase
zout=~(|sum);
nout = (sum[31]);  
end
endmodule
==> flow_metrics.py <==
# Synthesis and PnR figures
metrics = {
    "yosys": {
        "synth_cells": 1036,
        "postSynthSeqShare_pct": 0,
        "top_area_share_pct": 16.5,
        "avgSynthCellArea_um2": 6.97,
        "yosys-stat-area_um2": 7220,
        "synthDistinctLibCells": 81,
        "yosys.area.top_type": "ha_1",
        "top_cells_by_area": "ha_1 16%, mux4_2 10%, nor2_1 5.6%",
        "syn_area_um2": 7220,
        "yosysWarnings": 1,
        "ys_cells": 1036,
    },
    "clocking": {
        "cts_setup_buffers": 0,
        "holdBufCountCts": 0,
        "ctsResizeCount": 0,
    },
    "floorplanning": {
        "rows": 48,
        "fp.dieW_um": 136,
        "ioPinCount": 101,
        "die_y_um": 136,
        "core_util_floorplan_pct": 41.3,
        "dieArea_um2": 18600,
        "core_um2": 17500,
    },
    "detailed_routing": {
        "drc_errors": 0,
        "n_antenna_cell": 0,
        "num_vias": 8613,
        "drtIter0Drc": 905,
        "routedWlPerCell_um": 24.8,
        "postRouteAntennaNets": 0,
        "dr.pass1.iters": 5,
        "viasPerCell": 6.59,
        "routed_wl_um": 32400,
    },
    "place": {
        "place_hpwl_um": 25700,
        "dpl_cell_area_um2": 8310,
        "port_buffers": 101,
        "dp_cells": 1307,
        "place.gp.congestion": 1.05,
    },
    "timing": {
        "finalHoldViolations": 0,
        "relSlewSlack_pct": 40.5,
        "post-route-period-util_pct": 61.8,
        "max_freq_mhz": 60.3,
        "tns_ns": 0,
        "rsz0062_at_grt": "false",
        "fin_crit_ns": 16.57,
        "final_max_slew_viol_count": 0,
        "setup_viol": 0,
        "tightest_slew_ns": 0.871,
    },
    "layout": {
        "area_growth_pct": 15.1,
        "register_area_um2": 0,
        "design_area_um2": 8310,
        "lay_top_cells": "108 x nor2_1, 99 x clkdlybuf4s50_1, 95 x inv_1, 95 x ha_1, 87 x nand2_1",
        "drive_above_1_share_pct": 7.39,
        "layout_top_cell": "nor2_1",
        "ff_count": 0,
        "fin_cells": 1307,
        "n_clock_buffer": 0,
    },
    "pwr": {
        "powerDensity_nw_per_um2": 22.4,
        "p_leak_nw": 3.46,
        "peakVddDrop_mv": 0.0108,
        "seqPwrFrac_pct": 0,
        "p_switching_uw": 109,
        "pwr-share-comb_pct": 100.0,
        "switching_share_pct": 58.2,
        "power_uw": 186,
        "p_int_uw": 77.9,
        "p_clk_share_pct": 0,
    },
    "worst_setup_path": {
        "worstPathArrival_ns": 11.21,
        "critPathKind": "input pin to output pin",
        "endpoint_kind": "output pin",
        "path_max_fanout": 14,
        "crit_required_ns": 21.44,
        "start_kind": "input pin",
    },
    "min_path": {
        "worstHoldStart": "b[2]",
        "hold_class": "input pin to output pin",
        "holdPathStages": 6,
        "holdPathEnd": "sum[1]",
    },
    "run": {
        "warning_count": 95,
        "drv_cap": 0,
    },
    "global_routing": {
        "antenna_found_initial": 1,
        "track_usage_pct": 35.7,
        "grt_max_degree": 45,
        "grt_pass1_vias": 7836,
        "grt_first_pass_wirelength_um": 48400,
        "grt_remaining_overflow": 0,
    },
    "status": {
        "status": "finished clean",
    },
}
-- logic make-up (layout without fill, tap and decap cells) --
kind of cell               after synthesis  count (layout)  share of synthesized area, %
adders and majority gates               97              97                          17.0
AOI/OAI and AO/OA                      345             345                          33.2
and+or+nand+nor                        335             335                          22.2
xor gates and xnor gates                23              23                          2.79
muxes                                   67              67                          15.3
buffers and inverters                  169             215                          9.50
-- synthesized netlist by cell type, drive strengths merged (7+ instances only) --
master / instances
mux4: 33
xor2: 8
ha: 95
o21bai: 13
a211o: 7
nor3: 24
o221ai: 24
nand2: 88
xnor2: 15
o211ai: 22
a31oi: 16
or3: 7
nor4: 23
or4: 7
nand2b: 7
mux2: 12
o21a: 7
nor2b: 12
buf: 25
o21ai: 58
mux2i: 22
nor2: 108
a21oi: 78
a221oi: 9
nand4: 7
a211oi: 13
a2111oi: 14
nand3: 22
clkbuf: 47
a21o: 17
inv: 96
-- routing by layer --
layer	wire length [µm]	vias up	GRT usage, %	part of all wire, %
met2	13300	470	50.4	41
met4	837	0	7.65	2.6
met3	3650	51	9.80	11
met5	0	-	0	0
li1	-	3984	-	-
met1	14700	4108	53.9	45
-- worst max path at each step --
stage	start	slack, ns	endpoint	depth (start not counted)
CTS	b[4]	10.33	zout	15
global route	b[4]	9.95	zout	15
finish	b[4]	10.23	zout	15
-- worst max-delay path, cell delays in order --
cell and delay [ns]:
clkdlybuf4s50_1 0.82, inv_1 0.37, ha_1 0.61, nor2b_1 0.16, a311o_1 0.38, or3b_1 0.44, a211oi_1 0.23, nor3_1 0.09
a221o_1 0.39, or4bb_1 0.48, nor4_1 0.40, nand4bb_1 0.28, or4_1 0.47, nor4_2 0.21, clkdlybuf4s50_1 0.49
-- through the flow --
step | hold WS (ns) | utilization [%] | worst slack [ns]
finish | 12.01 | 47.5 | 10.23
global route | 12.09 | 47.5 | 9.95
CTS | 12.00 | 47.5 | 10.33
detailed placement | 12.00 | 47.5 | 10.34
global placement | 12.00 | 47.5 | 10.41
floorplan | 10.89 | - | 12.12
-- layout make-up --
| type | instances | area (µm²) |
|---|---|---|
| Multi-Input combinational cell | 867 | 6530 |
| Inverter | 97 | 364 |
| Tap cell | 225 | 282 |
| Timing Repair Buffer | 118 | 1130 |
| Fill cell | 1779 | 9170 |
-- power groups by stage --
stage / Sequential [mW] / Clock, mW / Combinational, mW
6_report: 0 / 0 / 0.186
4_1_cts: 0 / 0 / 0.181
5_1_grt: 0 / 0 / 0.201
Power and IR drop assume default switching activity.
